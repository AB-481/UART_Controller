**flow/config.mk**
```make
export PLATFORM = sky130hd
export DESIGN_NAME = uart_rx_oversampled
export DESIGN_NICKNAME = uart_rx_oversampled
export VERILOG_FILES = /design/flow/design.v
export SDC_FILE = /design/flow/constraint.sdc
export NUM_CORES = 4
export LEC_CHECK = 1
export CORE_AREA = 10 10 108 108
export DIE_AREA = 0 0 118 118
```
**flow/constraint.sdc**
```tcl
current_design uart_rx_oversampled

set clk_period 1.8
set clk_io_pct 0.2

create_clock -name clk0 -period $clk_period [get_ports {clk}]

set non_clock_inputs [all_inputs -no_clocks]
set_input_delay [expr $clk_period * $clk_io_pct] -clock clk0 $non_clock_inputs
set_output_delay [expr $clk_period * $clk_io_pct] -clock clk0 [all_outputs]
```
**flow/design.v**
```verilog
`timescale 1ns / 1ps
module uart_rx_oversampled #(
    parameter PARITY_EN = 1
)(
    input wire clk,
    input wire rst,
    input wire os_tick,
    input wire rx_line,
    output reg [7:0] rx_data,
    output reg rx_done,
    output reg parity_error
);
    localparam IDLE = 3'd0,
               START = 3'd1,
               DATA = 3'd2,
               PARITY = 3'd3,
               STOP = 3'd4;
    reg [2:0] state;
    reg [3:0] os_cnt;
    reg [2:0] bit_cnt;
    reg [7:0] shift_reg;
    always @(posedge clk) begin
        if (rst) begin
            state <= IDLE;
            os_cnt <= 0;
            bit_cnt <= 0;
            shift_reg <= 0;
            rx_data <= 0;
            rx_done <= 0;
            parity_error <= 0;
        end
        else begin
            rx_done <= 0;
            if (os_tick) begin
                case (state)
                    IDLE: begin
                        parity_error <= 0;
                        if (rx_line == 0) begin
                            os_cnt <= 0;
                            state <= START;
                        end
                    end
                    START: begin
                        os_cnt <= os_cnt + 1;
                        if (os_cnt == 4'd7) begin
                            if (rx_line == 0) begin
                                os_cnt <= 0;
                                bit_cnt <= 0;
                                state <= DATA;
                            end
                            else begin
                                state <= IDLE;
                            end
                        end
                    end
                    DATA: begin
                        os_cnt <= os_cnt + 1;
                        if (os_cnt == 4'd15) begin
                            os_cnt <= 0;
                            shift_reg <= {rx_line, shift_reg[7:1]};
                            bit_cnt <= bit_cnt + 1;
                            if (bit_cnt == 3'd7) begin
                                if (PARITY_EN)
                                    state <= PARITY;
                                else
                                    state <= STOP;
                            end
                        end
                    end
                    PARITY: begin
                        os_cnt <= os_cnt + 1;
                        if (os_cnt == 4'd15) begin
                            os_cnt <= 0;
                            if ((^shift_reg) != rx_line)
                                parity_error <= 1;
                            state <= STOP;
                        end
                    end
                    STOP: begin
                        os_cnt <= os_cnt + 1;
                        if (os_cnt == 4'd15) begin
                            os_cnt <= 0;
                            if (rx_line == 1) begin
                                rx_data <= shift_reg;
                                rx_done <= 1;
                            end
                            state <= IDLE;
                        end
                    end
                endcase
            end
        end
    end
endmodule
```
**flow/run.sh**
```bash
#!/bin/bash
# OpenROAD 26Q1-2900-gdf79404cd8, Yosys 0.63+post, stock flow scripts
make -C /OpenROAD-flow-scripts/flow DESIGN_CONFIG=/design/flow/config.mk WORK_HOME=/design/flow/orfs finish
```
==> run notes <==
Flow results are below.

- The number of buffers between clock root and the deepest sink is 2, for reference.
- The report lists the number of standard-cell rows as 35.
- The global-route congestion overflow total is 0, for reference.
- The maximum number of pins on one net before global-route repair is 28, for reference.
- The residual DRC count is 0, for reference.
- Per STA, the highest per-stage delay on the worst path measures 0.46 ns.
- The share of total power dissipated in sequential elements is 51.9%.
- The parity-gate share of the synthesized area counting xor and xnor cells is 6.85%, for reference.
- After synthesis the netlist holds a flip-flop and latch count of 30.
- Max-cap violations in this run came to 0.
- The cell leakage power is 0.703 nW, for reference.
- The achievable frequency is 619 MHz, for reference.
- STA classifies the critical path startpoint as a flip-flop.
- The congestion estimate from routability-driven global placement came to 0.872.
- The final report gives the standard cell area, fillers excluded, as 1800 um2.
- The hold violation count in the final report is 0, for reference.
- The area fraction in mux cells is 7.40%, for reference.
- Per STA, the worst path is made up of ha_4 > nand4bb_1 > o211a_1 > or4_1 > a21oi_1.
- The via density per instance is 3.78, for reference.
- The number of cells in Yosys stat is 149, for reference.
- After detailed routing, the average wire length per cell comes to 10.1 um.
- The run finished with clean final reports.
- The share of flip-flops with an asynchronous set or reset after synthesis is 0%, for reference.
- The total number of vias is 1,144, for reference.
- The number of buffers created by CTS is 5, for reference.
- After floorplanning, the core was sized to cover 9280 um2.
- The clock period minus final worst setup slack is 1.62 ns, for reference.
- The clock network fraction of design power is 42.2%, for reference.
- Setup repair after global routing left no endpoint under its margin.
- Averaged over all synthesized cells, the footprint is 9.08 um2.
- Once iteration 0 of detailed routing completed, the report listed 62 DRC markers.
- Counting distinct cell types in the post-synthesis netlist gives 37.
- The chip occupies 13,900 um2.
- Post-route period utilization is reported as 89.8%.
- The critical path contains buffers and inverters numbering 0 combined.
- The number of input and output port buffers inserted is 13, for reference.
- The most frequent cell after synthesis is dfxtp_1, for reference.
- For this run, the number of Yosys warnings is 1.
- TritonCTS built the clock tree.
- The final timing report lists a max-slew violation count of 0.
- Clock latency on the worst-skew pair, taken at its later pin, is 0.28 ns.
- The actual slew at the worst max-slew pin is 0.287 ns, for reference.
- The count of final setup violators is 0, for reference.
- Measured against its own limit, the worst slew margin works out to 80.9%.
- The area fraction of the largest cell type after synthesis is 44.4%.
- The number of sinks driven by the clock tree is 30, for reference.
- The critical path is of the flip-flop to flip-flop type.
- The registers of the reported paths see a clock transition of 0.06 ns.
- The post-CTS setup buffer count is 0, for reference.
- On the critical path the largest part of the delay comes from simple AND/OR/NAND/NOR gates.
- Hold timing on the final database bottoms out at a slack of 0.488 ns.
- The number of optimization iterations in the first detailed-route pass is 4, for reference.
- The data required time of the critical path is 2.01 ns, for reference.
- The commonest cells after synthesis are dfxtp_1 (30), nor2_1 (16), a21oi_1 (15).
- The synthesized design spends more area on one cell type than any other, namely dfxtp_1.
- For reference, simple AND, OR, NAND and NOR cells occupy 20.4% of the area reported after synthesis.
- The net switching power of the design is 0.000292 W, for reference.
- In this run the vertical extent of the chip is 118 um.
- The count of antenna diodes in the layout is 0, for reference.
- The internal power component is 0.00102 W, for reference.
- The largest fanout of any net on the critical path is 7, for reference.
- The area recorded from the Yosys report for this design is 1350 um2.
- The tool warning count is 25, for reference.
- The area share of fa/ha/maj cells after synthesis is 2.78%, for reference.
- The initial antenna violation count is 0, for reference.
- The share of cells above drive strength 1 is 16.1%, for reference.
- The largest family of logic cells by area is simple AND/OR/NAND/NOR gates, for reference.
- The first global-routing pass estimated 5.35 mm of wire.
- In this run the horizontal extent of the chip is 118 um.
- On the critical path the data arrives at 1.83 ns.
- Of the total power, combinational logic draws 5.9%.
- Note that the worst hold path type here is flip-flop to flip-flop.
- The compound-cell area share of the yosys netlist is 14.2%, for reference.
- The number of H-tree levels is 2, for reference.
- The cell type of the slowest stage on the worst timing path is or4_1, for reference.
- The cell count after synthesis is 149, for reference.
- Across every metal layer, demand over resource in global routing totals 4.38%.
- The power density over the cells is 726 nW/um2, for reference.
- The synthesis report lists the most area-consuming cells as dfxtp_1 (44%), mux2i_1 (7.4%), a21oi_1 (5.6%).
- Looking at the VDD voltage map, the peak drop is 0.214 mV.
- Per the post-route antenna check, the number of violating nets is 0.
- The number of synthesized flops with an enable pin is 0, for reference.
- The via count of the first global-routing pass came to 1,139.
- The nature of the critical path endpoint is a flip-flop, for reference.
- The fraction of the yosys area taken by sequential cells is 44.4%, for reference.
- According to the I/O placement log, the pin count is 14.
- The post-synthesis cell area is 1350 um2, for reference.
- The layout overhead on the synthesized area is 33.3%, for reference.
- The floorplan step records an initial core utilization of 14.6%.
- The placed instance area is 1700 um2, for reference.
- Per the detailed-route log, wirelength across all metal layers totals 3.06 mm.
- The estimated wirelength of the detail-placed design is 2.19 mm, for reference.
- The proportion of total power due to net switching is 22.3%, for reference.
- The setup skew after layout is 0.00377 ns, for reference.
- The root cell of the clock tree is clkbuf_8, for reference.
- The flip-flop cell with the highest count after synthesis is dfxtp_1, for reference.
path summary, 6_finish.rpt:
check | startpoint | to | slack (ns) | cells after the start
min | bit_cnt[1] | bit_cnt[1] | 0.49 | 2
max reg2reg | os_cnt[1] | bit_cnt[0] | 0.18 | 5
min reg2reg | bit_cnt[1] | bit_cnt[1] | 0.49 | 2
max | os_cnt[1] | bit_cnt[0] | 0.18 | 5
logic make-up after synthesis:
group,Yosys count
flip-flops,30
XOR/XNOR,9
buffers and inverters,11
AND/OR/NAND/NOR,54
AND-OR/OR-AND,32
adder cells (fa/ha/maj),3
multiplexers,10
final cells by class:
type                    instances  area (um2)
fillers                      1034        7480
multi-input cells             108         711
flip-flops and latches         30         602
repair buffers                 26         230
well taps                     129         161
clock buffers                   7        86.3
inverters                       2        7.51
clock inverters                 1        5.00
power groups by stage:
stage / sequential, W / clock, W / combinational (W)
finish: 0.000680 / 0.000552 / 0.0000772
global route: 0.000680 / 0.000603 / 0.0000844
CTS: 0.000678 / 0.000570 / 0.0000764
placed cells by master (no fill, tap or decap), types with 2 or more instances in the layout:
master           netlist  layout
nor2_1                16      16
o211ai_1               2       2
nand4_1                2       2
nand3_1               11      11
clkbuf_8               0       6
a21oi_1               15      15
o21ai_0                5       5
dfxtp_1               30      29
mux2i_1               10      10
ha_1                   3       2
buf_4                  1      13
clkdlybuf4s50_1        0      12
xnor2_1                4       4
nand2_1               13      13
xor2_1                 4       4
a31oi_1                3       3
inv_1                  2       2
tightest hold or removal path, cell delays in order, from the launching register on:
cell	delay, ns
dfxtp_1	0.31
o21ai_0	0.07
a21oi_1	0.06
per-layer routing:
metal	vias to the layer above	global-route usage [%]	share of wire (%)
li1	577	-	-
met1	538	5.67	50
met2	22	6.96	42
met3	7	1.46	5.9
met4	0	0.850	1.9
met5	-	0	0
stage by stage:
stage          worst slack (ns)  std cells  total power [W]  setup TNS (ns)  utilization [%]
2_1_floorplan             0.217        149         0.000734               0                -
3_3_place_gp             -0.208        295         0.000766          -0.878             18.3
3_5_place_dp             -0.237        295         0.000768           -1.12             18.3
4_1_cts                  0.0479        303          0.00132               0             19.2
5_1_grt                  0.0296        303          0.00137               0             19.4
6_report                  0.184        303          0.00131               0             19.4
timing repair:
action                     CTS  global route
gates resized                0             4
hold buffers                 0             0
setup endpoints to repair    0             2
Power is estimated from default activity; no workload was simulated.
