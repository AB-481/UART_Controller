==> flow/constraint.sdc <==
current_design baud_generator

set clk_period 4.7
set clk_io_pct 0.2

create_clock -name clk0 -period $clk_period [get_ports {clk}]

set non_clock_inputs [all_inputs -no_clocks]
set_input_delay [expr $clk_period * $clk_io_pct] -clock clk0 $non_clock_inputs
set_output_delay [expr $clk_period * $clk_io_pct] -clock clk0 [all_outputs]
==> flow/run.sh <==
#!/bin/bash
# OpenROAD 26Q1-2900-gdf79404cd8, Yosys 0.63+post, stock flow scripts
make -C /OpenROAD-flow-scripts/flow DESIGN_CONFIG=/design/flow/config.mk WORK_HOME=/design/flow/orfs finish
==> flow/config.mk <==
export PLATFORM = sky130hd
export DESIGN_NAME = baud_generator
export DESIGN_NICKNAME = baud_generator
export VERILOG_FILES = /design/flow/design.v
export SDC_FILE = /design/flow/constraint.sdc
export NUM_CORES = 4
export LEC_CHECK = 1
export CORE_UTILIZATION = 30
==> flow/design.v <==
`timescale 1ns / 1ps
module baud_generator #(
    parameter CLK_FREQ = 100_000_000,
    parameter BAUD = 115200*16
)
(
    input  wire clk,
    input  wire rst,
    output reg  baud_tick
);
    localparam integer BAUD_DIV = CLK_FREQ/BAUD;
    integer count;
    always @(posedge clk) begin
        if (rst) begin
            count <= 0;
            baud_tick <= 0;
        end
        else begin
            if (count == BAUD_DIV - 1) begin
                count <= 0;
                baud_tick <= 1;
            end
            else begin
                count <= count + 1;
                baud_tick <= 0;
            end
        end
    end
endmodule
==> impl_metrics.py <==
# Metrics from the implementation run
metrics = {
    "sta": {
        "tns_ns": 0,
        "max_slew_margin": 0.670,
        "fin_crit_sh": 0.424,
        "final.min_clock_period_ns": 1.99,
        "rsz0062_at_grt": "false",
        "worstMarginPinSlew_ns": 0.495,
        "fmax_ghz": 0.502,
        "skew_ns": 0.00615,
        "drv_slew": 0,
        "worst_slack_ns": 2.71,
        "setup_viol": 0,
        "hold_viol_final": 0,
    },
    "die": {
        "chipHeight_um": 75.0,
        "ios": 3,
        "rows": 26,
        "initCoreUtil": 0.313,
        "die-area_um2": 5620,
        "die_w_um": 75.0,
        "core_um2": 5110,
    },
    "cts": {
        "cts_tree": "done",
        "cts_max_path_buffers": 2,
        "ctsHoldBuffers": 0,
        "cts-root-buf": "clkbuf_8",
        "clock_latency_ns": 0.29,
        "cts_max_level": 2,
        "cts_buffers": 5,
        "postCtsResizedCells": 0,
        "postCtsSetupBuffers": 0,
        "cts.sinks": 33,
        "path_clk_slew_ns": 0.07,
    },
    "critical_path": {
        "startpoint_type": "register",
        "slowest_delay_ns": 0.45,
        "cpLargestDelayFamily": "buffers and inverters",
        "path_max_fanout": 1,
        "cp_num_buf_inv": 1,
        "r2r_slack_ns": 2.72,
        "cp_cell_sequence": "clkdlybuf4s50_1",
        "timing_worst_setup_path_type": "reg2out",
        "worstSetupEndpointType": "output port",
        "cp.required_ns": 3.76,
        "cp_slowest_cell": "clkdlybuf4s50_1",
        "arrival_ns": 1.05,
    },
    "layout": {
        "comb_area_um2": 883,
        "drive_gt1_frac": 0.0820,
        "area_delta_synth_final_pct": 11.8,
        "mostFrequentLayoutCells": "33 x dfxtp_1, 18 x a21oi_1, 15 x nor2_1, 11 x nand3_1, 10 x o21ai_0",
        "layout.cells.most_common": "dfxtp_1",
        "seqCellArea_um2": 661,
        "final_core_util": 0.350,
        "nFillCells": 526,
    },
    "synth": {
        "ys.warnings.count": 1,
        "ys_cells": 181,
        "ys_ff": 33,
        "netlist_area_um2": 1600,
        "postSynthSeqShare": 0.413,
        "yosys_area_um2": 1600,
        "synth_area_per_cell_um2": 8.83,
        "syn_inst": 181,
        "ys_types": 33,
    },
    "power_and_ir_drop": {
        "powerDensity_nw_per_um2": 320,
        "power_leakage_nw": 0.564,
        "total_power_mw": 0.573,
        "ir_drop_mv": 0.117,
    },
    "placement": {
        "io_buffers": 2,
        "place_congestion": 0.752,
        "place_ws_ns": 2.58,
        "dp_hpwl_um": 2010,
    },
    "grt": {
        "antenna_found_initial": 0,
        "grt_max_degree": 32,
        "grt_pass1_vias": 1093,
        "track_usage": 0.119,
        "grt_pass1_wl_um": 5070,
        "overflow": 0,
    },
    "drt": {
        "drc": 0,
        "diodes": 0,
        "wl_per_cell_um": 12.3,
        "vias": 1315,
        "drt_first_pass_iters": 4,
        "wirelength_um": 3110,
        "first_iter_violations": 90,
        "via_per_inst": 5.20,
        "ant_nets": 0,
    },
    "flow_run": {
        "tool_warnings": 26,
        "drv_cap": 0,
    },
    "run_status": {
        "run_status": "complete, no violations",
    },
    "worst_hold_path": {
        "worst_hold_path_type": "reg2reg",
    },
}
==> state kept, by name, indices dropped and copies added, names as in the netlist <==
signal / count
baud_tick: 1
count: 32
==> report_power, final <==
group | switching [mW] | total, mW | internal (mW)
logic | 0.00738 | 0.0124 | 0.00500
registers | 0.00223 | 0.284 | 0.282
clock network | 0.103 | 0.276 | 0.173
total | 0.113 | 0.573 | 0.460
==> per-stage QoR <==
step | area, µm² | hold slack [ns] | std cells
finish | 1790 | 0.486 | 253
global route | 1790 | 0.508 | 253
CTS | 1790 | 0.487 | 253
detailed placement | 1670 | 0.471 | 245
global placement | 1670 | 0.467 | 245
floorplan | 1600 | 0.441 | 181
==> kinds of logic (layout without fill, tap and decap cells) <==
group	after synthesis	count (layout)	synth area share
AND-OR/OR-AND	38	38	0.135
XOR/XNOR	11	11	0.0603
adder cells (fa/ha/maj)	2	2	0.0157
buffers and inverters	12	14	0.0360
flip-flops	33	33	0.413
multiplexers	1	1	0.00626
AND/OR/NAND/NOR	84	84	0.333
==> final timing paths <==
kind	start	endpoint	depth (start not counted)
setup / recovery	baud_tick$_SDFF_PP0_	baud_tick	1
hold / removal	count[0]$_SDFF_PP0_	count[0]$_SDFF_PP0_	1
setup reg to reg	count[0]$_SDFF_PP0_	count[24]$_SDFF_PP0_	5
hold reg to reg	count[0]$_SDFF_PP0_	count[0]$_SDFF_PP0_	1
==> cell usage after synthesis, drive strengths merged <==
cell type	count	share of area
and2	2	0.0078
or4b	1	0.0063
nor4	4	0.016
nand4	11	0.066
o21ai	10	0.031
nand2	8	0.020
ha	2	0.016
xnor2	3	0.016
nand2b	1	0.0039
mux2i	1	0.0063
dfxtp	33	0.41
nor3	3	0.0094
or3	9	0.035
xor2	8	0.044
nor4bb	1	0.0063
o21bai	1	0.0047
o31ai	8	0.038
inv	3	0.0070
a21oi	18	0.056
and3	2	0.0078
nor4b	2	0.011
buf	8	0.027
or4	8	0.038
nand3	11	0.034
clkbuf	1	0.0023
and4	6	0.036
o41ai	1	0.0055
nor2	15	0.035
==> routing by layer <==
metal / routed length [µm] / global-route usage / vias up
met5: 0 / 0 / -
met2: 1300 / 0.185 / 16
met3: 115 / 0.0326 / 5
li1: - / - / 688
met1: 1660 / 0.175 / 606
met4: 37 / 0.0126 / 0
==> final cells by class <==
class                   count  area share
repair buffers              3      0.0154
well taps                  70      0.0490
multi-input cells         136       0.494
clock inverters             1      0.0168
clock buffers               7      0.0483
inverters                   3     0.00630
flip-flops and latches     33       0.370
