**flow/design.v**
```verilog
`timescale 1ns / 1ps
module uart_rx_fifo (
    input wire clk,
    input wire rst,
    input wire wr_en,
    input wire [7:0] wr_data,
    input wire rd_en,
    output reg [7:0] rd_data,
    output wire fifo_empty,
    output wire fifo_full
);
    reg [7:0] mem [0:3];
    reg [1:0] wptr, rptr;
    reg [2:0] count;
    assign fifo_empty = (count == 0);
    assign fifo_full = (count == 4);
    always @(posedge clk) begin
        if (rst) begin
            wptr <= 0;
            rptr <= 0;
            count <= 0;
            rd_data <= 0;
        end
        else begin
            if (wr_en && !fifo_full) begin
                mem[wptr] <= wr_data;
                wptr <= wptr + 1;
                count <= count + 1;
            end
            if (rd_en && !fifo_empty) begin
                rd_data <= mem[rptr];
                rptr <= rptr + 1;
                count <= count - 1;
            end
        end
    end
endmodule
```
**flow/constraint.sdc**
```tcl
current_design uart_rx_fifo

set clk_period 2.5
set clk_io_pct 0.2

create_clock -name clk0 -period $clk_period [get_ports {clk}]

set non_clock_inputs [all_inputs -no_clocks]
set_input_delay [expr $clk_period * $clk_io_pct] -clock clk0 $non_clock_inputs
set_output_delay [expr $clk_period * $clk_io_pct] -clock clk0 [all_outputs]
```
**flow/config.mk**
```make
export PLATFORM = sky130hd
export DESIGN_NAME = uart_rx_fifo
export DESIGN_NICKNAME = uart_rx_fifo
export VERILOG_FILES = /design/flow/design.v
export SDC_FILE = /design/flow/constraint.sdc
export NUM_CORES = 4
export LEC_CHECK = 1
export CORE_AREA = 10 10 113 113
export DIE_AREA = 0 0 123 123
```
**flow/run.sh**
```bash
#!/bin/bash
# OpenROAD 26Q1-2900-gdf79404cd8, Yosys 0.63+post, stock flow scripts
make -C /OpenROAD-flow-scripts/flow DESIGN_CONFIG=/design/flow/config.mk WORK_HOME=/design/flow/orfs finish
```
==> out/qor.yml <==
area_leaders: "edfxtp_1 (50%), dfxtp_1 (16%), mux4_2 (9.4%)"
grt_usage_pct: 4.70
ys_types: 32
status: "complete, no violations"
grt_max_degree: 16
vias: 1080
fin_setup_tns_ps: 0
power.density_mw_per_mm2: 717
min_period_over_period_pct: 90.4
max_slew_margin_pct: 57.5
path_class: "reg2out"
r2r_cells: 6
min_to: "rd_data[0]$_SDFFE_PP0P_"
rsz0062_at_grt: "no"
worstHoldStart: "rd_data[0]$_SDFFE_PP0P_"
startpoint: "count[2]$_SDFFE_PP0P_"
initCoreUtil_pct: 18.6
ys_warn_count: 1
syn_inst: 130
cp_max_fo: 6
holdCritPathClass: "reg2reg"
viasPerCell: 3.65
finalSetupViolCount: 0
num_rows: 37
synth_seq_share_pct: 65.7
fmax_ghz: 0.443
cts_buffer_depth: 2
layout-drive-gt1-share_pct: 17.5
core_sq_mm: 0.0103
synth_stat.cells: 130
fin_worst_skew_ps: 9.04
holdPathStages: 2
warnings: 28
cts_resized: 0
cts_tree: "done"
io_buffers: 21
finalCriticalPeriod_ps: 2260
rr_endpoint: "count[2]$_SDFFE_PP0P_"
die_w_um: 123
pwr-share-seq_pct: 55.8
cts_setup_buffers: 0
detailedPlace.worstSlack_ps: 42.2
yosysChipArea_sq_mm: 0.00192
setup.worst_path.end_class: "output pin"
internal_power_mw: 1.27
cp-start-kind: "flop"
final_common_cell: "edfxtp_1"
cts_inserted_buffers: 5
hold_ws_ps: 458
clkSinkCount: 47
p_clk_share_pct: 26.4
diodes: 0
drc: 0
p_leak_nw: 0.757
syn_area_sq_mm: 0.00192
synth_flops: 47
post_drt_wl_per_cell_um: 11.7
grt_antenna_before_repair: 0
clock_latency_ps: 300
final.setup.worst_slack_ps: 241
crit_required_ps: 2000
dr.pass1.iters: 4
grt_pass1_vias: 1094
top_area_cell: "edfxtp_1"
syn_area_per_cell_sq_um: 14.8
critPathArrivalTime_ps: 1760
clk_pin_slew_ps: 80
swShare_pct: 25.4
worst_slew_pin_slew_ps: 637
final_antenna_net_count: 0
gr-total-overflow: 0
r2r-start: "count[0]$_SDFFE_PP0P_"
final_cell_mix: "edfxtp_1 (32), clkdlybuf4s50_1 (21), nand2_1 (17)"
dieArea_sq_mm: 0.0151
cts_max_level: 2
yosysTopAreaCellShare_pct: 50.0
cap_violations: 0
irDropWorstVdd_v: 0.000215
r2r_setup_slack_ps: 500
switchingPower_mw: 0.433
area_delta_synth_final_pct: 23.9
die_y_um: 123
drt_iter0_markers: 42
cts_hold_buffers: 0
drt_wl_total_um: 3450
gp_congestion: 0.779
root_buffer: "clkbuf_8"
dp.final_hpwl_um: 2540
final_max_slew_viol_count: 0
grt_pass1_wl_um: 5580
comb_power_share_pct: 17.9
boundaryPins: 22
hold_violations: 0
[cell families after synthesis]
| logic type | after synthesis | share of synthesized area [%] |
|---|---|---|
| muxes | 9 | 9.97 |
| adders and majority gates | 5 | 3.65 |
| DFF | 47 | 65.7 |
| buffers and inverters | 14 | 5.08 |
| xor gates and xnor gates | 1 | 0.456 |
| AOI/OAI and AO/OA | 23 | 7.17 |
| and+or+nand+nor | 31 | 8.01 |
[worst max path at each step]
stage      endpoint  cells after the start
6_report  fifo_full                      2
5_1_grt   fifo_full                      2
4_1_cts   fifo_full                      2
[layer usage]
metal,wire [um],track usage (%),part of all wire [%]
met5,0,0,0
met4,46,0.728,1.3
met3,205,1.67,5.9
met2,1760,7.93,51
met1,1440,5.85,42
[per-stage QoR]
stage	std cells	instance area, sq um	power, mW	util, %
after floorplan	130	1920	1.16	-
after global placement	288	2290	1.28	22.2
after detailed placement	288	2290	1.28	22.2
after CTS	296	2380	1.74	23.1
after global routing	296	2380	1.81	23.1
final	296	2380	1.71	23.1
[Yosys cell counts, drive strengths merged]
| cell | instances |
|---|---|
| nor3 | 2 |
| a21o | 1 |
| o211ai | 1 |
| o21ai | 4 |
| mux2 | 1 |
| clkbuf | 1 |
| fa | 1 |
| nor2 | 1 |
| or3b | 1 |
| a221oi | 1 |
| nand2 | 17 |
| inv | 7 |
| nand3b | 1 |
| o31a | 1 |
| nor3b | 1 |
| and2 | 4 |
| mux4 | 8 |
| or3 | 2 |
| a21oi | 12 |
| dfxtp | 15 |
| edfxtp | 32 |
| or2 | 1 |
| nor4b | 1 |
| a211oi | 2 |
| buf | 5 |
| ha | 4 |
| a31oi | 1 |
| bufbuf | 1 |
| xnor2 | 1 |
[power groups by stage]
stage     Combinational [mW]  Clock (mW)  Sequential, mW
4_1_cts                0.311       0.471           0.955
5_1_grt                0.343       0.502           0.968
6_report               0.305       0.450           0.952
[flip-flops by register name (all words and copies together) (netlist names)]
name     cells
rd_data      8
count        3
wptr         2
rptr         2
mem         32
[worst max-delay path, cell delays in order, from the launching register on]
cell and delay (ps):
dfxtp_1 430, nor3b_1 470, clkdlybuf4s50_1 570
[final cells by class]
class,count,area (sq um)
Inverter,7,26.3
Clock buffer,6,72.6
Clock inverter,2,17.5
Sequential cell,47,1260
Timing Repair Buffer,29,270
Fill cell,1054,7940
Multi-Input combinational cell,69,562
Tap cell,136,170
Power figures rest on the tool's default switching activity, not on a simulated workload.
